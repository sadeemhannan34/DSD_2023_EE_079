<file path="/design/flow/config.mk">
export PLATFORM = sky130hd
export DESIGN_NAME = lab5
export DESIGN_NICKNAME = lab5
export VERILOG_FILES = /design/flow/design.v
export SDC_FILE = /design/flow/constraint.sdc
export NUM_CORES = 4
export LEC_CHECK = 1
export CORE_AREA = 10 10 70 70
export DIE_AREA = 0 0 80 80
export SYNTH_HDL_FRONTEND = slang
</file>
<file path="/design/flow/constraint.sdc">
current_design lab5

set clk_period 1.0
set clk_io_pct 0.2

create_clock -name clk0 -period $clk_period

set non_clock_inputs [all_inputs -no_clocks]
set_input_delay [expr $clk_period * $clk_io_pct] -clock clk0 $non_clock_inputs
set_output_delay [expr $clk_period * $clk_io_pct] -clock clk0 [all_outputs]
</file>
<file path="/design/flow/design.v">
module lab5(
	input logic [3:0] num,
	input logic [2:0] sel,
	output logic a, b, c, d, e, f, g,
	output logic seg0, seg1, seg2, seg3, seg4, seg5, seg6, seg7
	);
	assign a = (num[3] | ~(num[1])) & ((~(num[3])) | num[0]) & (num[3] | ~(num[2]) | ~(num[0])) & (~(num[2]) | ~(num[1]) | ~(num[0])) & (~(num[3]) | num[2] | num[1]) & (num[3] | num[2] | num[0]);
	assign b = ((~(num[3])) | num[2] | num[0]) & (num[3] | num[2]) & (~(num[3]) | num[1] | ~(num[0])) & (num[3] | num[1] | num[0]) & (num[3] | (~(num[1])) | (~(num[0])));
	assign c = (num[3] | (~(num[2]))) & ((~(num[3])) | num[2]) & ((~(num[3])) | num[1] | (~(num[0]))) & (num[3] | num[1]) & (num[3] | (~(num[1])) | (~(num[0])));
	assign d = ((~(num[3])) | num[1]) & (num[3] | num[2] | num[0]) & ((~(num[2])) | num[1] | (~(num[0]))) & (~(num[2]) | (~num[1]) | num[0]) & (num[2] | (~(num[1])) | (~(num[0])));
	assign e = ((~(num[1])) | num[0]) &  ((~(num[3])) | (~(num[2]))) & ((~(num[3])) | (~(num[1])) | (~(num[0]))) & (~(num[3]) | num[2] | num[0]) & (num[3] | num[2] | num[0]);
	assign f = (num[1] | num[0]) & ((~(num[3])) | num[2]) & ((~(num[2])) | num[0]) & (num[1] | num[3] | (~(num[2]))) & (~(num[3]) | (~(num[1])) | (~(num[0])));
	assign g = ((~(num[3])) | num[2]) & ((~(num[3])) | (~(num[1]))) & (num[3] | num[2] | (~(num[1]))) & (num[3] | (~(num[2])) | num[0]) & ((~(num[2])) | num[1] | (~(num[0])));
	assign seg0 = sel[2] | sel[1]  | sel[0];
	assign seg1 = sel[2] | sel[1]| (~sel[0]);
	assign seg2 = sel[2] | (~sel[1]) | sel[0];
	assign seg3 = sel[2]  | (~sel[1])| (~sel[0]);
	assign seg4 = (~sel[2])  | sel[1] | sel[0];
	assign seg5 = (~sel[2]) | sel[1] | (~sel[0]);
	assign seg6 = (~sel[2]) | (~sel[1])| sel[0];
	assign seg7 = (~sel[2]) | (~sel[1])| (~sel[0]);
endmodule
</file>
<file path="/design/flow/run.sh">
#!/bin/bash
# OpenROAD 26Q1-2900-gdf79404cd8, Yosys 0.63+post, stock flow scripts
make -C /OpenROAD-flow-scripts/flow DESIGN_CONFIG=/design/flow/config.mk WORK_HOME=/design/flow/orfs finish
</file>
==> Changelog: implementation <==
## Implementation

- Status: complete, but fails checks
- Failing checks: negative setup slack
- Via Count: just over 500
- Unique cell types: 26
- Chip height: 80 um
- Tot GR Track Use: 0.0459
- Initial antenna violation count: 0
- Slew Viols, Final: 0
- Flops: 0
- Top Family by Delay on Critical Path: buffers and inverters
- Highest-count logic cell in the final layout: buf_6
- CP Data Arrival Time: roughly 1.2 ns
- Placed Instances: around 120
- Crit-path slowest cell: a2111oi_4
- Crit end category: primary output
- Num rows: 21
- Total of max-cap violations: 0
- Final Hold Viols: 0
- Worst Hold Class: primary input to primary output
- Worst setup path class: primary input to primary output
- I/O Pins: 22
- Yosys cell count: about 45
- Buffers on Ports: 22
- First-pass GRT wire length: 2530 um
- Post-placement setup slack: -1.23 ns
- Cycle use final: 1.35
- Measured slew at the worst slew-check pin: about 0.24 ns
- Max VDD drop: between 0.00008 and 0.00009 V
- Largest net degree at the start of global routing: 11
- Combinational Power Share: 1.000
- Seq pwr share: 0
- Syn Inst Count: between 40 and 50
- Yosys warning tally: 0
- CP most frequent cell: buf_6
- Dominant logic cell types in the final layout: 18 x buf_6, 14 x buf_4, 8 x buf_2
- Fp util: 0.0934
- Pint: 0.220 mW
- GPL Wtd Cong: ~0.84
- Overflow after GRT: 0
- Post-DRT Antenna Nets: 0
- Power share of the clock group: 0
- OpenROAD warnings: 38
- WL final: roughly 1500 um
- ANT cells: 0
- Crit path time final: 1.35 ns
- Fin worst setup slack: -0.354 ns
- Yosys stat area: around 320 sq um
- Drt first pass iters: 5
- Sequential area share after synthesis: 0
- Layout cell share with drive strength beyond 1: 0.696
- Fin Setup TNS: -2.08 ns
- FF+latch area: 0 sq um
- Final setup vio count: 9
- Final Non-Filler Cells: 138
- Initial DRC Count: 11
- Via density: about 3.7
- Clock buffers: 0
- Hold Slack: 0.660 ns
- Fin util: 0.268
- Switch Pwr: ~0.14 mW
- Leak Pwr: between 0.3 and 0.4 nW
- RSZ-0062 raised after global routing: yes
- Peak fanout along the critical path: 4
- DR WL/cell: 10.9 um
- Post-Syn Area: ~320 sq um
- # hold bufs at CTS: 0
- Crit path required time: 0.80 ns
- Die Size: 0.00640 sq mm
- CP max stage delay: 0.30 ns
- Mapped Avg Cell Area: 7.09 sq um
- Power Dens Cells: 388 mW/mm^2
- Sw Share: 0.381
- Vias in the first global route: just over 500
- Area grow syn2layout: 187%
- Crit path launch type: primary input
- Placeable core area: between 0.003 and 0.004 sq mm
- Crit path cell chain: buf_6 -> buf_6 -> ha_4 -> buf_6 -> a2111oi_4 -> buf_2
- Fmax: between 0.7 and 0.8 GHz
- Remaining DRCs: 0
- CP bufs+invs: 4
- Relative slew margins: 0.840
- Die Width: ~80 um
==> power by group through the flow <==
| stage | combinational [mW] | clock [mW] | sequential, mW |
|---|---|---|---|
| 4_1_cts | 0.350 | 0 | 0 |
| 5_1_grt | 0.387 | 0 | 0 |
| 6_report | 0.356 | 0 | 0 |
==> what timing repair did <==
item	4_1_cts	5_1_grt
endpoints found under the setup margin	15	11
buffers inserted	15	1
hold endpoints to repair	0	0
resized	105	9
pin swaps	17	9
==> stage by stage <==
step | area [sq um] | total power, mW
2_1_floorplan | 334 | 0.0912
3_3_place_gp | 693 | 0.266
3_5_place_dp | 693 | 0.268
4_1_cts | 906 | 0.350
5_1_grt | 917 | 0.387
6_report | 917 | 0.356
==> cells in the mapped netlist <==
master,count,share of area
a21oi_1,5,0.078
ha_1,4,0.16
nor2_1,4,0.047
inv_1,3,0.035
nand3b_1,3,0.071
nand2b_1,2,0.039
nand3_1,2,0.031
nor3_1,2,0.031
o21ai_0,2,0.031
or3b_2,2,0.055
a2111oi_2,1,0.047
a221oi_2,1,0.047
and2_1,1,0.020
and3_1,1,0.020
buf_2,1,0.016
buf_6,1,0.035
inv_2,1,0.012
nand2_1,1,0.012
nor2b_1,1,0.020
nor2b_4,1,0.043
o21bai_1,1,0.024
o311a_1,1,0.031
o31a_1,1,0.027
o31ai_1,1,0.024
o41ai_1,1,0.027
or3_1,1,0.020
==> worst paths after layout <==
check | start | to | slack (ns) | cells past startpoint
max | num[3] | f | -0.35 | 6
min | sel[0] | seg0 | 0.66 | 3
==> layout make-up <==
class	instances	area [sq um]
fill	351	2500
inverter	4	17.5
timing repair buffer	49	437
multi-input combinational	39	405
tap	46	57.6
==> cell families after synthesis <==
group           synth area share
fa+ha+maj                  0.157
simple gates               0.408
buf+inv                   0.0980
compound gates             0.337
==> metal layers <==
| layer | vias to the layer above | track usage | wire length, um |
|---|---|---|---|
| li1 | 263 | - | - |
| met1 | 247 | 0.0600 | 645 |
| met2 | 5 | 0.0803 | 786 |
| met3 | 0 | 0.00909 | 69 |
| met4 | 0 | 0 | 0 |
| met5 | - | 0 | 0 |
Power figures rest on the tool's default switching activity, not on a simulated workload.
