**/design/flow/run.sh**
```bash
#!/bin/bash
# OpenROAD 26Q1-2900-gdf79404cd8, Yosys 0.63+post, stock flow scripts
make -C /OpenROAD-flow-scripts/flow DESIGN_CONFIG=/design/flow/config.mk WORK_HOME=/design/flow/orfs finish
```
**/design/flow/config.mk**
```make
export PLATFORM = sky130hd
export DESIGN_NAME = lab_7_seg
export DESIGN_NICKNAME = lab_7_seg
export VERILOG_FILES = /design/flow/design.v
export SDC_FILE = /design/flow/constraint.sdc
export NUM_CORES = 4
export LEC_CHECK = 1
export CORE_UTILIZATION = 40
export SYNTH_HDL_FRONTEND = slang
```
**/design/flow/constraint.sdc**
```tcl
current_design lab_7_seg

set clk_period 3.5
set clk_io_pct 0.2

create_clock -name clk0 -period $clk_period [get_ports {clk}]

set non_clock_inputs [all_inputs -no_clocks]
set_input_delay [expr $clk_period * $clk_io_pct] -clock clk0 $non_clock_inputs
set_output_delay [expr $clk_period * $clk_io_pct] -clock clk0 [all_outputs]
```
**/design/flow/design.v**
```verilog
module lab_7_seg( 
	input logic [3:0] num,
	input logic [2:0] select,
	input logic write,
	input logic clk,
	input logic reset,
	output logic [7:0] anode,
	output logic [6:0] cathode
);
	logic [16:0] counter_1;	
	always_ff @(posedge clk or posedge reset) begin
		if (reset) begin
			counter_1 <= 0;
		end
		else if (counter_1 == 17'd131071) begin
			counter_1 <= 0;
		end
		else begin
			counter_1 <= counter_1 + 1;
		end
	end
	logic [2:0] counter_2;
	always_ff @(posedge clk or posedge reset) begin
		if (reset) begin
			counter_2 <= 0;
		end
		else if (counter_1 == 17'd131071) begin
			counter_2 <= counter_2 + 1;
		end
	end
	logic [3:0] mem [7:0];
	always_ff @(posedge clk) begin
        if (reset)
            mem <= {0,0,0,0,0,0,0,0}; 
        else if (write)
            mem[select] <= num;
    end
	logic [2:0] new_select;
	always_comb begin
	if (write)
		new_select = select;
	else
		new_select = counter_2;
	end
	always_comb begin
        case(mem[new_select])
            4'b0000 : cathode = 7'b0000001;
            4'b0001 : cathode = 7'b1001111;
            4'b0010 : cathode = 7'b0010010;
            4'b0011 : cathode = 7'b0000110;
            4'b0100 : cathode = 7'b1001100;
            4'b0101 : cathode = 7'b0100100;
            4'b0110 : cathode = 7'b0100000;
            4'b0111 : cathode = 7'b0001111;
            4'b1000 : cathode = 7'b0000000;
            4'b1001 : cathode = 7'b0000100;
            4'b1010 : cathode = 7'b0001000;
            4'b1011 : cathode = 7'b1100000;
            4'b1100 : cathode = 7'b0110001;
            4'b1101 : cathode = 7'b1000010;
            4'b1110 : cathode = 7'b0110000;
            4'b1111 : cathode = 7'b0111000;
        endcase
    end
	always_comb begin
        case(new_select)
            3'b000 : anode = 8'b11111110;
            3'b001 : anode = 8'b11111101;
            3'b010 : anode = 8'b11111011;
            3'b011 : anode = 8'b11110111;
            3'b100 : anode = 8'b11101111;
            3'b101 : anode = 8'b11011111;
            3'b110 : anode = 8'b10111111;
            3'b111 : anode = 8'b01111111;
        endcase
    end
endmodule 
```
==> qor.txt <==
CP Capture Type: output pin
Latency at later pin: 0.31 ns
Worst-margin pin slew: 0.753 ns
Commonest Layout Cell: nor2_1
Final max-slew violation count: 0
Flip-flops with a built-in enable: 0
Fill count: 581
Critical path class: primary input to output pin
Failing checks: setup timing
Ant. Diodes: 0
Vias in the first global route: 1998
Ys Warns: 0
Routed wire length: 5960 microns
Fmax: 278 MHz
CTS tree: done
Critical Path Source Type: primary input
Placed inst area: 0.00335 sq mm
Pwr Total: 1.20 mW
Ys async rst share: 38.5%
CTS Buffer Depth: 2
Vias per Instance: 4.90
Syn Area/Cell: 9.78 sq um
First-pass GRT wire length: 9840 microns
Core Region: 0.00687 sq mm
Die W: 86.6 microns
R2R Path Start: counter_1[0]$_DFF_PP0_
# Cells Yosys: 293
Post-synth design cell area: 0.00287 sq mm
Final instance area: 0.00374 sq mm
Num rows: 30
Die H: 86.6 microns
Final setup margin: -0.0987 ns
Worst endpoint required time: 2.80 ns
Synth Seq Share: 39.8%
Top Layout Cells: nor2_1 (49), mux2i_1 (45), dfxtp_1 (32)
CP startpoint: write
RSZ-0062 raised after global routing: yes
DPL Wire Length: 4220 microns
Post-Syn Instances: 293
Vias post-DR: 2166
P per Cell Area: 321 mW/mm^2
Clock transition at the registers of the reported paths: 0.09 ns
# DRC: 0
Max transition margin: 49.8%
Cell leakage power: 1.77 nW
CTS sink count: 52
H-tree depth: 2
Ports: 25
Yosys reg bits: 52
Cell Type Count: 47
Hold Crit Class: flip-flop to flip-flop
WL/cell: 13.5 microns
# hold bufs at CTS: 0
Final worst-path cycle share: 103%
Max VDD drop: 0.170 mV
Layout cells sized above 1: 26.0%
Initial antenna violation count: 0
P&R area growth vs syn: 30.5%
Status: complete, but fails checks
1st-pass router iterations: 4
Final GP Congestion: 0.782
Yosys stat area: 0.00287 sq mm
Total track usage: 17.0%
Max FO, Critical Path: 4
Number of warnings in the stage logs: 31
Final tally of hold violations: 0
Clock Skew: 0.00900 ns
Hold Slack: 0.465 ns
CP Data Arrival Time: 2.90 ns
Final setup violation count: 3
Maxcap violations: 0
Hold Crit Start: counter_1[0]$_DFF_PP0_
Crit path time final: 3.60 ns
Clock root cell: clkbuf_8
Final core utilization: 54.4%
FP Util: 41.7%
DR iter-0 viols: 41
Antenna viol nets, final: 0
Die area: 0.00751 sq mm
GRT overflow: 0
Main flop type: dfxtp_1
CTS Buf Count: 5
I/O Buffers: 24
Largest net degree at the start of global routing: 34
where the power goes:
part	internal, mW	leakage (nW)	switching, mW	total [mW]
clock	0.187	0.0530	0.203	0.389
sequential	0.603	0.529	0.00487	0.608
combinational	0.114	1.19	0.0893	0.204
total	0.904	1.77	0.297	1.20
cell usage after synthesis, types with 4 or more instances:
cell,n,area [sq um]
nor2_1,49,184
mux2i_1,48,480
dfxtp_1,32,641
dfrtp_1,20,500
nand2_1,19,71.3
clkbuf_1,13,48.8
xor2_1,10,87.6
ha_1,9,113
inv_1,9,33.8
nand3_1,9,45.0
buf_6,5,56.3
mux2_2,5,56.3
nor3_1,5,25.0
xnor2_1,5,43.8
nand4_1,4,25.0
what timing repair did:
| action | 4_1_cts | 5_1_grt |
|---|---|---|
| resized | 46 | 10 |
| endpoints found under the setup margin | 8 | 6 |
| cloned | 1 | 0 |
| buffers inserted | 10 | 3 |
| pin swaps | 11 | 3 |
cell families (layout without fill, tap and decap cells):
family | after synthesis | after routing | share of synthesized area (%)
muxes | 56 | 56 | 20.8
adders and majority gates | 9 | 9 | 3.93
DFF | 52 | 52 | 39.8
buffers and inverters | 31 | 84 | 5.63
AOI/OAI and AO/OA | 23 | 23 | 7.25
xor gates and xnor gates | 15 | 15 | 4.58
and+or+nand+nor | 107 | 107 | 18.0
final cells by class:
type                            instances  area [sq um]  area share (%)
Tap cell                               96           120            3.21
Clock buffer                            6          93.8            2.51
Multi-Input combinational cell        210          1680            44.9
Clock inverter                          2          16.3           0.435
Sequential cell                        52          1140            30.5
Inverter                                9          33.8           0.904
Timing Repair Buffer                   67           656            17.5
worst paths after layout:
check / endpoint / slack [ns] / depth (start not counted)
setup / recovery: cathode[2] / -0.1 / 12
hold / removal: counter_1[0]$_DFF_PP0_ / 0.47 / 1
setup reg to reg: counter_2[0]$_DFFE_PP0N_ / 1.45 / 7
hold reg to reg: counter_1[0]$_DFF_PP0_ / 0.47 / 1
max in group asynchronous: counter_1[1]$_DFF_PP0_ / 1.91 / 3
min in group asynchronous: counter_1[14]$_DFF_PP0_ / 1.11 / 3
stage by stage:
step / std cells / setup TNS, ns / worst slack, ns
finish: 442 / -0.252 / -0.0987
global route: 442 / -0.587 / -0.189
CTS: 439 / -0.313 / -0.0939
detailed placement: 420 / -4.83 / -0.744
global placement: 420 / -4.96 / -0.782
floorplan: 293 / 0 / 0.275
flip-flops by register name (all words and copies together) (netlist names):
register	flops
mem	32
counter_1	17
counter_2	3
routing by layer:
metal | track usage (%) | wire length [microns]
met1 | 29.1 | 3210
met2 | 24.8 | 2530
met3 | 1.74 | 187
met4 | 1.97 | 32
met5 | 0 | 0
critical path, stage by stage:
cell	delay, ns
buf_12	0.11
buf_8	0.11
or3b_4	0.41
nand2_4	0.08
a221oi_1	0.08
a22o_1	0.28
inv_2	0.09
ha_2	0.21
inv_1	0.08
nor3b_2	0.18
a21o_1	0.11
clkdlybuf4s50_1	0.45
No activity file was given, so power comes from the tool's default toggle rates.
